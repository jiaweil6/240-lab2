==> ./design.v <==
module ChipInterface
(output logic [ 7:0] D2_SEG, D1_SEG,
 output logic [ 3:0] D2_AN, D1_AN,
 output logic [15:0] LD,
 input  logic [15:0] SW,
 input  logic [ 3:0] BTN,
 input  logic        CLOCK_100);  
  logic [2:0] FirstCoin, SecondCoin;
  logic [7:0] Blank;
  logic [3:0] Remaining, Remaining0, Remaining1;
  EightSevenSegmentDisplays disp (
    .reset(BTN[2]),
    .HEX7(FirstCoin),
    .HEX6(SecondCoin),
    .HEX5(Remaining1),
    .HEX4(Remaining0),
    .HEX3(4'b0000),
    .HEX2(4'b0000),
    .HEX1(4'b0000),
    .HEX0(4'b0000),
    .dec_points(8'b0000_0000),
    .blank(Blank),
    .*);
  ChangeMachine u_change_machine (
    .Cost(SW[15:12]),
    .Pentagons(SW[11:10]),
    .Triangles(SW[9:8]),
    .Circles(SW[7:6]),
    .Paid(SW[3:0]),
    .FirstCoin(FirstCoin),
    .SecondCoin(SecondCoin),
    .Remaining(Remaining),
    .ExactAmount(LD[15]),
    .NotEnoughChange(LD[14]),
    .CoughUpMore(LD[13]));
  always_comb begin
    Blank = 8'b0000_1111;
    if (Remaining >= 4'd10) begin
      Remaining0 = Remaining - 4'd10;
      Remaining1 = 4'd1;
    end 
    else begin 
      Remaining0 = Remaining;
      Remaining1 = 4'd0;
      Blank[5] = 1'b1;
    end
  end
endmodule : ChipInterface
module ChangeMachine (
  input logic [3:0] Cost,
  input logic [3:0] Paid,
  input logic [1:0] Pentagons,    
  input logic [1:0] Triangles,    
  input logic [1:0] Circles,      
  output logic [2:0] FirstCoin,
  output logic [2:0] SecondCoin,
  output logic [3:0] Remaining,
  output logic ExactAmount,
  output logic CoughUpMore,
  output logic NotEnoughChange
);
  logic PeqC;                     
  logic ChangeNeeded;             
  logic [3:0] Change;             
  logic [3:0] FirstCoin4, SecondCoin4;  
  logic [1:0] P1, T1, C1;         
  logic [3:0] Rem1;               
  logic [3:0] Rem2;               
  CompareBlock u_cmp (
    .Cost(Cost),
    .Paid(Paid),
    .PeqC(PeqC),
    .PltC(CoughUpMore),
    .PgtC(ChangeNeeded)
  );
  assign ExactAmount = PeqC && (Paid != 4'b0000);
  Subtracter u_sub (
    .A(Paid),
    .B(Cost),
    .AmB(Change)
  );
  CoinPick u_pick_first (
    .Change(Change),
    .ChangeNeeded(ChangeNeeded),
    .Pentagons(Pentagons),
    .Triangles(Triangles),
    .Circles(Circles),
    .Coin(FirstCoin4),
    .After_P(P1),
    .After_T(T1),
    .After_C(C1)
  );
  Subtracter u_rem1 (
    .A(Change),
    .B(FirstCoin4),
    .AmB(Rem1)
  );
  CoinPick u_pick_second (
    .Change(Rem1),
    .ChangeNeeded(ChangeNeeded),
    .Pentagons(P1),
    .Triangles(T1),
    .Circles(C1),
    .Coin(SecondCoin4)
  );
  Subtracter u_rem_final (
    .A(Rem1),
    .B(SecondCoin4),
    .AmB(Rem2)
  );
  always_comb begin
    if (CoughUpMore) begin
      Remaining = 4'b0000;
    end
    else begin
      Remaining = Rem2;
    end
  end
  assign NotEnoughChange = ChangeNeeded && (Remaining != 4'b0000);
  assign FirstCoin  = FirstCoin4[2:0];
  assign SecondCoin = SecondCoin4[2:0];
endmodule : ChangeMachine
module CompareBlock (
  input  logic [3:0] Cost,
  input  logic [3:0] Paid,
  output logic       PeqC,
  output logic       PltC,
  output logic       PgtC
);
  always_comb begin
    PeqC = (Paid == Cost);
    PltC = (Paid < Cost);
    PgtC = (Paid > Cost);
  end
endmodule : CompareBlock
module Subtracter (
  input  logic [3:0] A,
  input  logic [3:0] B,
  output logic [3:0] AmB
);
  always_comb begin
    AmB = A - B;
  end
endmodule : Subtracter
module CoinPick (
  input  logic [3:0] Change,
  input  logic       ChangeNeeded,
  input  logic [1:0] Pentagons,
  input  logic [1:0] Triangles,
  input  logic [1:0] Circles,
  output logic [3:0] Coin,
  output logic [1:0] After_P,
  output logic [1:0] After_T,
  output logic [1:0] After_C
);
  logic can5, can3, can1;
  always_comb begin
    can5 = ChangeNeeded && (Change >= 5) && (Pentagons > 0);
    can3 = ChangeNeeded && (Change >= 3) && (Triangles > 0);
    can1 = ChangeNeeded && (Change >= 1) && (Circles > 0);
    if (can5) begin
      Coin = 4'b0101;
    end else if (can3) begin
      Coin = 4'b0011;
    end else if (can1) begin
      Coin = 4'b0001;
    end else begin
      Coin = 4'b0000;
    end
  end
  UpdateInventory u_update (
    .Pentagons(Pentagons),
    .Triangles(Triangles),
    .Circles(Circles),
    .Coin(Coin),
    .After_P(After_P),
    .After_T(After_T),
    .After_C(After_C)
  );
endmodule : CoinPick
module UpdateInventory (
  input logic [1:0] Pentagons,
  input logic [1:0] Triangles,
  input logic [1:0] Circles,
  input logic [3:0] Coin,
  output logic [1:0] After_P,
  output logic [1:0] After_T,
  output logic [1:0] After_C
);
  always_comb begin
    After_P = Pentagons - (Coin==4'b0101 ? 1 : 0);
    After_T = Triangles - (Coin==4'b0011 ? 1 : 0);
    After_C = Circles - (Coin==4'b0001 ? 1 : 0);
  end
endmodule : UpdateInventory
module EightSevenSegmentDisplays
  (input  logic [3:0] HEX7, HEX6, HEX5, HEX4, HEX3, HEX2, HEX1, HEX0,
   input  logic       CLOCK_100, reset,
   input  logic [7:0] dec_points,
   input  logic [7:0] blank,
   output logic [3:0] D2_AN, D1_AN,
   output logic [7:0] D2_SEG, D1_SEG);
  logic [7:0] segments7, segments6, segments5, segments4, 
              segments3, segments2, segments1, segments0;
   SevenSegmentDisplay ssd(.num7(HEX7), 
                           .num6(HEX6), 
                           .num5(HEX5), 
                           .num4(HEX4), 
                           .num3(HEX3), 
                           .num2(HEX2), 
                           .num1(HEX1), 
                           .num0(HEX0),
                           .blank,
                           .dec_points,
                           .HEX7(segments7), 
                           .HEX6(segments6), 
                           .HEX5(segments5), 
                           .HEX4(segments4), 
                           .HEX3(segments3), 
                           .HEX2(segments2), 
                           .HEX1(segments1), 
                           .HEX0(segments0)
                          );
  logic cycle_cnt_clr;
  logic index_cnt_en;
  logic [1:0] anode_index;
  logic [3:0] anode_index_onecold;
  logic [16:0] cycle_cnt;
  localparam CNT_LIMIT = 17'd100_000;
  assign cycle_cnt_clr = cycle_cnt == CNT_LIMIT;
  assign index_cnt_en = cycle_cnt_clr;
  SSDCounter #(17) cycle_cntr (
    .CLOCK_100,
    .reset,
    .clr(cycle_cnt_clr),
    .cnt(cycle_cnt),
    .en(1'b1)
    );
  SSDCounter #(2) index_cntr (
    .CLOCK_100,
    .reset,
    .clr(1'b0),
    .cnt(anode_index),
    .en(index_cnt_en)
    );
  OneColdDecoder #(4) anode_decode (
    .sel(anode_index),
    .out(anode_index_onecold)
    );
  always_comb begin
    D1_AN = anode_index_onecold;
    D2_AN = anode_index_onecold;
    case (anode_index)
      2'd0: begin
        D2_SEG = segments0;
        D1_SEG = segments4;
      end
      2'd1: begin
        D2_SEG = segments1;
        D1_SEG = segments5;
      end
      2'd2: begin
        D2_SEG = segments2;
        D1_SEG = segments6;
      end
      2'd3: begin
        D2_SEG = segments3;
        D1_SEG = segments7;
      end
    endcase
  end
endmodule : EightSevenSegmentDisplays
module OneColdDecoder #(
  parameter NUM_OUTPUTS = 4
  ) (
  input  logic [$clog2(NUM_OUTPUTS)-1:0] sel,
  output logic [NUM_OUTPUTS-1:0] out
  );
  always_comb begin
    out = {NUM_OUTPUTS{1'b1}};
    out[sel] = 1'b0;
  end
endmodule : OneColdDecoder
module SSDCounter #(
  parameter WIDTH = 8
  ) (
  input  logic CLOCK_100,
  input  logic reset,
  input  logic clr,
  input  logic en,
  output logic [WIDTH-1:0] cnt
  );
  always_ff @(posedge CLOCK_100, posedge reset) begin
    if (reset)
      cnt <= '0;
    else if (clr)
      cnt <= '0;
    else if (en)
      cnt <= cnt + 1'b1;
  end
endmodule : SSDCounter
module SevenSegmentDisplay
  (input logic [3:0] num7, num6, num5, num4, num3, num2, num1, num0,
   input logic [7:0] blank,
   input logic [7:0] dec_points,
   output logic [7:0] HEX7, HEX6, HEX5, HEX4, HEX3, HEX2, HEX1, HEX0);
   logic [6:0] seg7, seg6, seg5, seg4, seg3, seg2, seg1, seg0;
   HextoSevenSegment digit0(.hex(num0), .segment(seg0));
   HextoSevenSegment digit1(.hex(num1), .segment(seg1));
   HextoSevenSegment digit2(.hex(num2), .segment(seg2));
   HextoSevenSegment digit3(.hex(num3), .segment(seg3));
   HextoSevenSegment digit4(.hex(num4), .segment(seg4));
   HextoSevenSegment digit5(.hex(num5), .segment(seg5));
   HextoSevenSegment digit6(.hex(num6), .segment(seg6));
   HextoSevenSegment digit7(.hex(num7), .segment(seg7));
   assign HEX0 = (blank[0]) ? '1 : {~dec_points[0], seg0};
   assign HEX1 = (blank[1]) ? '1 : {~dec_points[1], seg1};
   assign HEX2 = (blank[2]) ? '1 : {~dec_points[2], seg2};
   assign HEX3 = (blank[3]) ? '1 : {~dec_points[3], seg3};
   assign HEX4 = (blank[4]) ? '1 : {~dec_points[4], seg4};
   assign HEX5 = (blank[5]) ? '1 : {~dec_points[5], seg5};
   assign HEX6 = (blank[6]) ? '1 : {~dec_points[6], seg6};
   assign HEX7 = (blank[7]) ? '1 : {~dec_points[7], seg7};
endmodule: SevenSegmentDisplay
module HextoSevenSegment
  (input  logic [3:0] hex,
   output logic [6:0] segment);
  always_comb
    unique case (hex)
      4'h0: segment = 7'b1000000;
      4'h1: segment = 7'b1111001;
      4'h2: segment = 7'b0100100;
      4'h3: segment = 7'b0110000;
      4'h4: segment = 7'b0011001;
      4'h5: segment = 7'b0010010;
      4'h6: segment = 7'b0000010;
      4'h7: segment = 7'b1111000;
      4'h8: segment = 7'b0000000; 
      4'h9: segment = 7'b0011000;
      4'hA: segment = 7'b0001000;
      4'hB: segment = 7'b0000011;
      4'hC: segment = 7'b1000110;
      4'hD: segment = 7'b0100001;
      4'hE: segment = 7'b0000110;
      4'hF: segment = 7'b0001110;
    endcase
endmodule : HextoSevenSegment
==> ./run.sh <==
#!/bin/bash
# OpenROAD 26Q1-2900-gdf79404cd8, Yosys 0.63+post, stock flow scripts
make -C /OpenROAD-flow-scripts/flow DESIGN_CONFIG=/design/flow/config.mk WORK_HOME=/design/flow/orfs finish
==> ./config.mk <==
export PLATFORM = sky130hd
export DESIGN_NAME = ChipInterface
export DESIGN_NICKNAME = ChipInterface
export VERILOG_FILES = /design/flow/design.v
export SDC_FILE = /design/flow/constraint.sdc
export NUM_CORES = 4
export LEC_CHECK = 1
export CORE_AREA = 10 10 109 109
export DIE_AREA = 0 0 119 119
==> ./constraint.sdc <==
current_design ChipInterface

set clk_period 9.3
set clk_io_pct 0.2

create_clock -name clk0 -period $clk_period [get_ports {CLOCK_100}]

set non_clock_inputs [all_inputs -no_clocks]
set_input_delay [expr $clk_period * $clk_io_pct] -clock clk0 $non_clock_inputs
set_output_delay [expr $clk_period * $clk_io_pct] -clock clk0 [all_outputs]
==> run summary <==
grt total ovfl: 0
drt initial violations: 158
f_max: 110 MHz
required time of the critical path: 7.44 ns
XORs/XNORs by Area: 0.0756
Switching Fraction: 0.398
worst slack, placed: -0.926 ns
Root Driver: clkbuf_8
simple share: 0.226
Global Route Usage Sum: 0.0820
Layout area overhead: 59.8%
number of buffers added on ports: 33
Final setup viols: 0
pin count of the biggest net entering global routing: 20
skew final: 0.00381 ns
Final Util: 0.384
FF+latch count, synth: 19
Sequential Power Share: 0.084
post-route minimum period: 9.09 ns
Pwr Total: 979 µW
Leak: 1.69 nW
Hold Crit Depth: 1
die area: 0.0142 mm²
CORE AREA: 0.00964 mm²
Seq share, synth: 0.205
power per cell area: 264 mW/mm²
DR pass1 iterations: 4
switching power: 390 µW
fin. max-slew vios: 0
final hold violation count: 0
antenna violations before repair: 0
Post-Syn Area: 0.00232 mm²
Yosys warnings: 26
Layout fillers: 913
first-pass GRT wire length: 10300 µm
Post-Synthesis Cells: 294
Clock Path Buffers: 2
clock power share: 0.057
drt via density: 4.37
total CTS buffers: 3
antenna cell count: 0
crit-path max FO: 7
max-cap violation count: 0
HPWL Detailed: 4610 µm
Top cells excl fill/tap: 78 x buf_4, 25 x nand2_1, 24 x inv_1, 22 x conb_1, 22 x clkdlybuf4s50_1
routability cong.: 0.882
worst min path class: flop to flop
most numerous logic cell after layout: buf_4
crit share post-route: 0.977
H-tree levels: 1
Worst Setup End Kind: primary output
tool warnings: 45
total internal power: 589 µW
top comb family, area: simple AND/OR/NAND/NOR gates
Routed Antenna Nets: 0
critical path class: input pin to primary output
num ports: 61
YS chip area: 0.00232 mm²
total negative slack: 0 ns
Max-slew headroom: 0.540
syn avg cell area: 7.88 µm²
number of enable flip-flop cells: 0
Yosys cell types: 51
fraction of registers with async set/reset: 1.00
peak supply drop: 0.199 mV
ys cells: 294
# clock sinks: 19
Reg clk slew, reported paths: 0.06 ns
DRC Markers: 0
DR WL/cell: 12.1 µm
Hold Buf Count CTS: 0
yosys aoi share: 0.162
Arrival @ worst endpoint: 7.23 ns
r2r worst-path depth: 9
FP Util: 0.240
share of layout cells above drive strength 1: 0.394
Chip Width: 119 µm
yosys adder share: 0.177
Vias: 2322
mux contribution to synthesized area: 0
Synth Flop Type: dfrtp_1
outcome: finished, final reports clean
hold_ws: 0.490 ns
CTS tree: done
Insertion Delay late pin: 0.25 ns
vias in the first global route: 2308
Logic pwr share: 0.859
post-route setup slack: 0.213 ns
slew of the pin with the lowest slew margin: 0.689 ns
row cnt: 36
Routed WL: 6440 µm
Die Y: 119 µm
CP Launch Type: input pin
-- path summary, 6_finish.rpt --
path	to	slack (ns)	start
setup / recovery	D1_SEG[4]	0.21	SW[2]
hold / removal	disp.cycle_cntr.cnt[4]	0.49	disp.cycle_cntr.cnt[4]
setup reg to reg	disp.cycle_cntr.cnt[10]	7.38	disp.cycle_cntr.cnt[0]
hold reg to reg	disp.cycle_cntr.cnt[4]	0.49	disp.cycle_cntr.cnt[4]
max in group asynchronous	disp.cycle_cntr.cnt[9]	6.85	BTN[2]
min in group asynchronous	disp.cycle_cntr.cnt[8]	2.01	BTN[2]
-- worst max-delay path, stage by stage --
cell and delay (ns):
clkdlybuf4s50_1 0.53, ha_4 0.25, a21o_1 0.22, or3_4 0.39, a21oi_2 0.13, or3_4 0.14, buf_4 0.11, nand3_4 0.09
ha_4 0.18, fa_2 0.42, xor2_4 0.18, inv_1 0.08, nand2_1 0.07, a211oi_2 0.27, inv_2 0.10, nand2_1 0.08
ha_2 0.19, fa_2 0.44, nand2b_4 0.18, ha_4 0.27, inv_2 0.03, o21a_1 0.21, buf_6 0.13, buf_4 0.13
a22oi_2 0.18, o2bb2ai_2 0.13, a32oi_2 0.08, buf_2 0.15
-- metal layers --
| metal | vias up | global-route usage | part of all wire |
|---|---|---|---|
| met4 | 0 | 0.00687 | 0.0048 |
| li1 | 1169 | - | - |
| met5 | - | 0 | 0 |
| met3 | 4 | 0.0139 | 0.035 |
| met1 | 1104 | 0.117 | 0.50 |
| met2 | 45 | 0.132 | 0.46 |
-- synth_stat cells, drive strengths merged (4+ instances only) --
cell type   n  share of area
a21oi      10          0.022
buf        30          0.097
dfrtp      19           0.21
ha         28           0.15
inv        30          0.049
nand2      28          0.046
nand2b      6          0.016
nand3      16          0.035
nand4       4          0.011
nor2       21          0.034
nor2b       5          0.014
o21ai      14          0.030
or3         9          0.024
xnor2      12          0.045
xor2        8          0.030
-- layout make-up --
class                           count  area, µm²  area share
Clock buffer                        4       45.0      0.0122
Inverter                           30        113      0.0304
Multi-Input combinational cell    232       1980       0.536
Sequential cell                    19        475       0.128
Tap cell                          133        166      0.0450
Timing Repair Buffer              113        918       0.248
-- per-stage QoR --
stage	cells	instance area [µm²]
global placement	503	3070
detailed placement	503	3070
global route	531	3700
finish	531	3700
floorplan	314	2390
CTS	528	3490
-- registers in the layout (all words and copies together), names as in the netlist --
register             count
disp.cycle_cntr.cnt     17
disp.index_cntr.cnt      2
-- power groups by stage --
stage	Combinational (mW)	Clock (mW)	Sequential, mW
final	0.841	0.0557	0.0826
after global routing	0.922	0.0610	0.0825
after CTS	0.730	0.0576	0.0826
-- what timing repair did --
item / CTS / global route
setup buffers: 21 / 3
pin swaps: 32 / 30
endpoints found under the setup margin: 7 / 8
gates resized: 73 / 37
cloned: 0 / 0
-- cell families after synthesis --
| kind of cell | count (synthesis) |
|---|---|
| AND-OR/OR-AND | 55 |
| XOR/XNOR | 20 |
| adder cells (fa/ha/maj) | 31 |
| buffers and inverters | 63 |
| flip-flops | 19 |
| other | 2 |
| AND/OR/NAND/NOR | 104 |
Power and IR drop assume default switching activity.
